===== flow/design.v =====
module apb_slave (
    input          clk,          
    input          rst,          
    input          psel,        
    input          penable,     
    input          pwrite,       
    input  logic [31:0] paddr,   
    input  logic [31:0] pwdata,  
    output logic [31:0] prdata,  
    output logic        pready,   
    output logic        pslverr,  
    output logic        rd_en,    
    output logic        wr_en,    
    output logic [31:0] waddr,    
    output logic [31:0] raddr,    
    output logic [31:0] wdata,   
    input  logic [31:0] rdata,    
    input          rack,          
    input          wack,         
    input          waddrerr,     
    input          raddrerr      
);
    localparam [1:0] IDLE = 2'b00,
                     SETUP = 2'b01,
                     ACCESS = 2'b10;
    logic [1:0] state, next_state;
    logic [31:0] wdata_next, waddr_next, raddr_next, prdata_next;
    logic        wr_en_next, rd_en_next;
    always_ff @(posedge clk or negedge rst) begin
        if (~rst)
            state <= IDLE;
        else
            state <= next_state;
    end
    always_comb begin
        next_state = state;
        case (state)
            IDLE: begin
                if (psel && !penable)
                    next_state = SETUP;
            end
            SETUP: begin
                if (psel && penable)
                    next_state = ACCESS;
                else if (!psel)
                    next_state = IDLE;
            end
            ACCESS: begin
                if (pready)
                    next_state = IDLE;
                else
                    next_state = ACCESS;
            end
            default: next_state = IDLE;
        endcase
    end
    always_comb begin
        pready = 1'b0;
        pslverr = 1'b0;
        wr_en_next = 1'b0;  
        rd_en_next = 1'b0;
        wdata_next = wdata;
        waddr_next = waddr;
        raddr_next = raddr;
        prdata_next = prdata;
        case (state)
            IDLE: begin
            end
            SETUP: begin
                    if (pwrite) begin
                        wdata_next = pwdata;
                        waddr_next = paddr;
                    end else begin
                        raddr_next = paddr;
                    end 
            end
            ACCESS: begin
                    pslverr = waddrerr | raddrerr;
                    pready = wack | rack | pslverr;
                    wr_en_next = pready? 0: pwrite;
                    rd_en_next = pready? 0: ~pwrite;
                    prdata_next = pwrite ? 32'd0 : rdata;
            end
        endcase
    end
    always_ff @(posedge clk or negedge rst) begin
        if (~rst) begin
            wdata  <= 32'd0;
            waddr  <= 32'd0;
            raddr  <= 32'd0;
            prdata <= 32'd0;
            wr_en  <= 1'b0;
            rd_en  <= 1'b0;
        end else begin
            wdata  <= wdata_next;
            waddr  <= waddr_next;
            raddr  <= raddr_next;
            prdata <= prdata_next;
            wr_en  <= wr_en_next;
            rd_en  <= rd_en_next;
        end
    end
endmodule
module register_block (
    input clk,
    input reset,
    input  [31:0] waddr,
    input  [31:0] raddr,
    input  [31:0] wdata,
    input  wr_en,
    input  rd_en,
    output logic [31:0] rdata,
    output logic rack,
    output logic wack,
    output logic waddrerr,
    output logic raddrerr,
    output logic [31:0] tx_data,         
    output logic ctrl_cpol,
    output logic ctrl_cpha,
    output logic ctrl_order,
    output logic [3:0] ctrl_slave_en,
    output logic ctrl_rd,
    output logic [1:0] ctrl_scks,
    output logic start_op,
    input logic [31:0] rx_data,                       
    input busy
);
    localparam TX_ADDR = 32'h0;
    localparam RX_ADDR = 32'h4;
    localparam CFG_ADDR = 32'h8;
    localparam CTRL_ADDR = 32'hC;
    localparam STT_ADDR = 32'h10;
    logic [31:0] rdata_next;                
    logic [31:0] tx_data_next;               
    logic [31:0] cfg_data, cfg_data_next;    
    logic [31:0] ctrl_data, ctrl_data_next;  
    logic [31:0] stt_data, stt_data_next;                  
    logic tx_data_wen;
    logic cfg_wen;
    logic ctrl_wen;
    logic tx_data_ren;
    logic rx_data_ren;
    logic cfg_ren;
    logic ctrl_ren;
    logic stt_ren;
    assign ctrl_cpol = cfg_data[0];
    assign ctrl_cpha = cfg_data[1];
    assign ctrl_order = cfg_data[2];
    assign ctrl_slave_en = cfg_data[6:3];
    assign ctrl_rd = cfg_data[7];
    assign ctrl_scks = cfg_data[9:8];
    assign start_op = ctrl_data[0];
    assign stt_data_next = {31'b0 ,busy};
    assign tx_data_wen = (wr_en == 1 && waddr == TX_ADDR);
    assign cfg_wen = (wr_en == 1 && waddr == CFG_ADDR);
    assign ctrl_wen = (wr_en == 1 && waddr == CTRL_ADDR);
    assign waddrerr = (wr_en == 1 && !(waddr inside {TX_ADDR, CFG_ADDR, CTRL_ADDR}));
    assign tx_data_ren = (rd_en == 1 && raddr == TX_ADDR);
    assign rx_data_ren = (rd_en == 1 && raddr == RX_ADDR);
    assign cfg_ren = (rd_en == 1 && raddr == CFG_ADDR);
    assign ctrl_ren = (rd_en == 1 && raddr == CTRL_ADDR);
    assign stt_ren = (rd_en == 1 && raddr == STT_ADDR);
    assign raddrerr = (rd_en == 1 && !(raddr inside {TX_ADDR, RX_ADDR, CFG_ADDR, CTRL_ADDR, STT_ADDR}));
    assign tx_data_next = tx_data_wen ? wdata : tx_data; 
    assign cfg_data_next = cfg_wen ? {22'b0, wdata[9:0]} : cfg_data; 
    assign ctrl_data_next = ctrl_wen ? {31'b0, wdata[0]} : ctrl_data; 
    always_comb begin
        if (rd_en && ~raddrerr) begin
            unique case (raddr)
                TX_ADDR: rdata_next = tx_data;
                RX_ADDR: rdata_next = rx_data;
                CFG_ADDR: rdata_next = cfg_data;
                CTRL_ADDR: rdata_next = ctrl_data;
                STT_ADDR: rdata_next = stt_data;
                default: rdata_next = 0;
            endcase
        end else begin
            rdata_next = rdata;
        end
    end
    always_ff @(posedge clk, negedge reset) begin
        if (!reset) begin
            tx_data <= 0;
            cfg_data <= 0;
            ctrl_data <= 0;
            rdata <= 0;
            stt_data <= 0;
        end else begin
            tx_data <= tx_data_next;
            cfg_data <= cfg_data_next;
            ctrl_data <= ctrl_data_next;
            rdata <= rdata_next;
            stt_data <= stt_data_next;
            rack <= rd_en && !raddrerr;
            wack <= wr_en && !waddrerr;
        end
    end
endmodule
module apb_register_top (
    input          clk,           
    input          rst,           
    input          psel,          
    input          penable,       
    input          pwrite,        
    input  logic [31:0] paddr,    
    input  logic [31:0] pwdata,   
    output logic [31:0] prdata,   
    output logic        pready,    
    output logic        pslverr,   
    output logic [31:0] tx_data,           
    output logic        ctrl_cpol,         
    output logic        ctrl_cpha,         
    output logic        ctrl_order,        
    output logic [3:0]  ctrl_slave_en,     
    output logic        ctrl_rd,           
    output logic [1:0]  ctrl_scks,         
    output logic        start_op,          
    input  logic [31:0] rx_data,           
    input  logic        busy               
);
    logic [31:0] waddr, raddr, wdata, rdata;
    logic        rd_en, wr_en, rack, wack, waddrerr, raddrerr;
    apb_slave u_apb_slave (
        .clk, .rst, .psel, .penable, .pwrite, .paddr, .pwdata,
        .prdata, .pready, .pslverr, .rd_en, .wr_en,
        .waddr, .raddr, .wdata, .rdata,
        .rack, .wack, .waddrerr, .raddrerr
    );
    register_block u_register_block (
        .clk, .reset(rst), .waddr, .raddr, .wdata, .wr_en, .rd_en,
        .rdata, .rack, .wack, .waddrerr, .raddrerr,
        .tx_data, .ctrl_cpol, .ctrl_cpha, .ctrl_order,
        .ctrl_slave_en, .ctrl_rd, .ctrl_scks, .start_op,
        .rx_data, .busy
    );
endmodule

===== flow/run.sh =====
#!/bin/bash
# OpenROAD 26Q1-2900-gdf79404cd8, Yosys 0.63+post, stock flow scripts
make -C /OpenROAD-flow-scripts/flow DESIGN_CONFIG=/design/flow/config.mk WORK_HOME=/design/flow/orfs finish

===== flow/config.mk =====
export PLATFORM = sky130hd
export DESIGN_NAME = apb_register_top
export DESIGN_NICKNAME = apb_register_top
export VERILOG_FILES = /design/flow/design.v
export SDC_FILE = /design/flow/constraint.sdc
export NUM_CORES = 4
export LEC_CHECK = 1
export CORE_UTILIZATION = 40
export SYNTH_HDL_FRONTEND = slang

===== flow/constraint.sdc =====
current_design apb_register_top

set clk_period 4.0
set clk_io_pct 0.2

create_clock -name clk0 -period $clk_period [get_ports {clk}]

set non_clock_inputs [all_inputs -no_clocks]
set_input_delay [expr $clk_period * $clk_io_pct] -clock clk0 $non_clock_inputs
set_output_delay [expr $clk_period * $clk_io_pct] -clock clk0 [all_outputs]

==> GITHUB_STEP_SUMMARY <==
### Flow metrics

| Metric | Value |
|---|---|
| Max Fclk | `~0.28 GHz` |
| Element type at the critical path start | `register` |
| Clk_skew | `0.0102 ns` |
| Compound Share, Synth | `0.0648` |
| Finished Core Util | `0.548` |
| ANT nets after route | `0` |
| Placed Cells | `1,053` |
| Cells after synthesis | `626` |
| Initial antenna violation count | `1` |
| Gr usage total | `0.194` |
| Post-synth EDFFs | `2` |
| Max_cap viols | `0` |
| Setup-failing EPs final | `0` |
| Design Area, Final | `0.0115 sq mm` |
| Mux frac, synth | `0.221` |
| Yosys simple share | `0.0756` |
| Vias in the first global route | `a little under 6,000` |
| Die Area | `0.0221 sq mm` |
| Met3 Track Usage GR | `0.0438` |
| Status | `finished, final reports clean` |
| Worst EP required | `3.20 ns` |
| First-pass GRT wire length | `31.8 mm` |
| Row count | `53` |
| Cell Type Count | `34` |
| Post-synthesis instance area | `0.00859 sq mm` |
| Share of cells above drive strength 1 | `0.279` |
| Die Wd | `149 um` |
| Asr flop ratio synth | `0.991` |
| Met2 GRT Util | `0.303` |
| XOR Share, Synth | `0` |
| Cts repair resizes | `0` |
| H-tree depth | `1` |
| Period utilization | `0.891` |
| Peak supply drop | `~0.29 mV` |
| Grt ovf | `0` |
| Top non-seq family | `multiplexers` |
| Clk sinks | `211` |
| DIE HEIGHT | `~150 um` |
| Core area | `approximately 0.021 sq mm` |
| CP bufs+invs | `1` |
| RSZ-0062 raised after global routing | `no` |
| Top cell excl fill/tap | `dfrtp_1` |
| Placer Congestion | `0.823` |
| Least-Margin Pin Slew | `about 0.95 ns` |
| Vias | `5,567` |
| Synthesis Warnings | `0` |
| Largest net degree at the start of global routing | `89` |
| Min-delay worst type | `input pin to async pin` |
| Num ports | `179` |
| Buffers on Ports | `178` |
| DRC viols | `0` |
| Setup crit start | `u_apb_slave.waddr[26]` |
| Fillcell total | `1,654` |
| Met1 Use GR | `0.295` |
| Cells in synth_stat.txt | `626` |
| Crit path largest cell delay | `0.52 ns` |
| Total routed wirelength | `19.5 mm` |
| Pre-antenna DRT Iters | `4` |
| Syn avg cell area | `roughly 14 sq um` |
| Clk pin slew, worst setup/hold paths | `roughly 0.06 ns` |
| Type of the worst setup path | `register to primary output` |
| Hold-fix buffers at CTS | `0` |
| Most instantiated logic cells after routing | `206 x dfrtp_1, 177 x clkdlybuf4s50_1, 136 x mux2_2` |
| Final Non-Filler Cells | `1,098` |
| DP HPWL | `13.2 mm` |
| Yosys stat area | `about 0.0086 sq mm` |
| Root Driver | `clkbuf_16` |
| P_leak | `5.10 nW` |
| Tool warning count | `25` |
| Sequential share of the synthesized area | `0.616` |
| TritonCTS Buffers | `24` |
| Slew Limit Fails | `0` |
| Vias per std cell | `approximately 5` |
| TritonCTS clock tree | `built` |
| Post-synthesis register bit count | `211` |
| Max Buffers Root-to-Sink | `3` |
| Starting DRC count in detailed routing | `199` |
| Post-layout minimum cycle time | `3.56 ns` |
| Reg2reg start | `u_apb_slave.waddr[26]` |
| Final Hold Vio Count | `0` |
| Setup TNS | `0 ns` |
| P&R area growth vs syn | `34.3%` |
| Clock latency (worst-skew pair) | `approximately 0.50 ns` |
| CP arrival | `about 2.8 ns` |
| Crit-path max FO | `4` |
| DR WL/cell | `17.8 um` |
| Pre-Place Util | `0.408` |
| Gr busiest metal | `met2` |
| Ys flop type | `dfrtp_1` |
| Post-CTS setup buffers | `0` |
| WHS | `between 0.3 and 0.4 ns` |
| Post-Synth Adder-Cell Area | `0` |
| Power density cells | `554 mW/mm^2` |
| Max transition margin | `0.367` |
| Placed inst area | `0.0106 sq mm` |
| Delay-heaviest family, CP | `simple AND/OR/NAND/NOR gates` |
| Critical Path Sink Type | `primary output` |
| Slowest-stage cell, CP | `o41ai_1` |
| Worst-path cell chain | `nor4_1, nand4_1, o41ai_1, nand2_1, and2_1, clkdlybuf4s50_1` |
## worst register-to-register path, delay by kind of cell, from the launching register on
family	cells	cell delay, ns
buf+inv	1	0.34
flops	1	0.37
mux	1	0.38
simple gates	4	1.46
## synth_stat cells, drive strengths merged (2+ instances only)
cell type	instances	area [sq um]
nor4	14	93.8
edfxtp	2	60.1
clkbuf	20	75.1
buf	18	104
o31ai	10	75.1
nor3b	2	26.3
nor2b	36	225
dfrtp	208	5200
nand3	4	20.0
inv	3	11.3
a21oi	9	45.0
nand2	39	146
o21ai	25	125
nor2	15	56.3
mux2i	31	310
a31o	32	280
and2	2	12.5
nor3	5	25.0
nand4	3	18.8
mux2	139	1570
## state kept, by name (all words and copies together), names as in the netlist
register,flops
u_apb_slave.prdata,32
u_apb_slave.raddr,32
u_apb_slave.waddr,32
u_apb_slave.wdata,32
u_register_block.rdata,32
u_register_block.tx_data,32
u_register_block.cfg_data,10
u_apb_slave.state,3
u_apb_slave.rd_en,1
u_apb_slave.wr_en,1
u_register_block.ctrl_data,1
u_register_block.rack,1
u_register_block.stt_data,1
u_register_block.wack,1
## where the power goes
part | internal, mW | switching [mW]
sequential | 2.60 | 0.262
clock | 1.56 | 0.836
combinational | 0.721 | 0.408
total | 4.88 | 1.51
## final cells by class
cell class / instances / area, sq um / share of cell area
flip-flops and latches: 211 / 5290 / 0.459
clock inverters: 9 / 175 / 0.0152
multi-input cells: 374 / 3110 / 0.270
repair buffers: 190 / 1880 / 0.163
inverters: 3 / 11.3 / 0.000977
clock buffers: 35 / 713 / 0.0619
diodes: 1 / 2.50 / 0.000217
well taps: 275 / 344 / 0.0298
## cell families (layout without fill, tap and decap cells)
| logic type | after synthesis | count (layout) |
|---|---|---|
| flip-flops | 211 | 211 |
| multiplexers | 171 | 171 |
| AND/OR/NAND/NOR | 123 | 123 |
| AND-OR/OR-AND | 80 | 80 |
| buffers and inverters | 41 | 237 |
| other | 0 | 1 |
## per-layer routing
| layer | vias to the layer above | routed length [um] |
|---|---|---|
| met5 | - | 0 |
| met4 | 0 | 333 |
| met3 | 27 | 1220 |
| met2 | 143 | 9490 |
| met1 | 2792 | 8500 |
| li1 | 2605 | - |
## per-stage QoR
stage,total power [mW],setup slack (ns)
2_1_floorplan,3.50,1.73
3_3_place_gp,4.00,0.855
3_5_place_dp,4.04,0.912
4_1_cts,6.48,0.374
5_1_grt,6.73,0.187
6_report,6.39,0.436
## final timing paths
check,slack (ns),depth (start not counted),end
worst max-delay path,0.44,6,pslverr
worst min-delay path,0.32,1,u_register_block.rdata[15]
worst max register to register,1.33,6,u_register_block.tx_data[20]
worst min register to register,0.48,2,u_register_block.rdata[15]
max in group asynchronous,2.58,2,u_register_block.cfg_data[3]
min in group clk0,0.48,2,u_register_block.rdata[15]
Power figures rest on the tool's default switching activity, not on a simulated workload.
